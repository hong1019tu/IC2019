$ cat config.mk
export PLATFORM = sky130hd
export DESIGN_NAME = CONV
export DESIGN_NICKNAME = CONV
export VERILOG_FILES = /design/flow/design.v
export SDC_FILE = /design/flow/constraint.sdc
export NUM_CORES = 4
export LEC_CHECK = 1
export CORE_UTILIZATION = 30
$ cat constraint.sdc
current_design CONV

set clk_period 18.9
set clk_io_pct 0.2

create_clock -name clk0 -period $clk_period [get_ports {clk}]

set non_clock_inputs [all_inputs -no_clocks]
set_input_delay [expr $clk_period * $clk_io_pct] -clock clk0 $non_clock_inputs
set_output_delay [expr $clk_period * $clk_io_pct] -clock clk0 [all_outputs]
$ cat design.v
`timescale 1ns/10ps
module  CONV(clk,reset,busy,ready,iaddr,idata,cwr,caddr_wr,cdata_wr,crd,caddr_rd,cdata_rd,csel);
input		clk;
input		reset;
output reg	busy;	
input		ready;	
output reg 	[11:0] iaddr;
input		[19:0]idata;	
output reg 	cwr;
output reg 	[11:0] caddr_wr;
output reg	[19:0] cdata_wr;
output reg 	crd;
output reg 	[11:0] caddr_rd;
input	 	[19:0] cdata_rd;
output reg 	[2:0]  csel;
reg [12:0]x,y,x1,y1;
reg signed [19:0]a,b;
reg signed [39:0]c;
reg  signed [39:0] test;
reg [2:0]state; 
reg [3:0]load;
reg mode;
always @(posedge clk or posedge reset) begin
	if(reset) begin
		busy <= 1'd0;
		iaddr <= 12'd0;
		caddr_wr <= 12'd0;
		cdata_wr <= 20'd0;
		caddr_rd <= 12'd0;
		crd <= 1'd0;
		cwr <= 1'd0;
		csel <= 3'd0;
		x <= -13'd1;
		y <= 13'd0;
		state <= 3'd2;
		load <= 4'd0;
		x1 <= 13'd0;
		y1 <= 13'd0;
		mode <= 1'd0;
		a <= 20'd0;
		b <= 20'd0;
		c <= 40'h013100000;
	end
		else begin
		if (mode == 1'd0) begin
			if (ready == 1'd1) begin
				busy <= 1'd1;
			end
			else if(ready == 1'd0 && busy == 1'd1) begin
				csel <= 3'd1; 
				case (state)
				3'd0 :begin 
					load <= load + 4'd1;
					if(x1 == 13'd0 && y1 == 13'd0)begin
						if(load == 4'd0)begin
							a <= 20'd0;
							b <= 20'd0;
						end
						else if (load == 4'd1) begin
							iaddr <= x1 + (y1 << 6);	
						end
						else if (load == 4'd2) begin
							iaddr <= (x1 + 13'd1) + (y1 << 6);
							a <= idata;
							b <= 20'hF8F71;
							c <= c + test;
						end
						else if (load == 4'd3) begin
							iaddr <= (x1 + 13'd0) + ((y1 + 13'd1) << 6);
							a <= idata;
							b <= 20'hF6E54;
							c <= c + test;
						end
						else if (load == 4'd4) begin
							iaddr <= (x1 + 13'd1) + ((y1 + 13'd1) << 6);
							a <= idata;
							b <= 20'hFC834;
							c <= c + test;
						end
						else if (load == 4'd5) begin
							a <= idata;
							b <= 20'hFAC19;
							c <= c + test;
						end
						else if (load == 4'd6) begin
							c <= c + test;
						end
						else if (load == 4'd7) begin
							if(c[39] == 1'd0)begin
								if(c[15] == 1'b1) begin
									c[35:15] <= (c[35:15] + 21'd1); 
								end
							end
							else c[35:15] <= 0;
						end
						else if(load == 4'd8)begin
							cwr <= 1'd1;
							cdata_wr <= c[35:16];
							caddr_wr <= x1 + (y1 << 6);
							load <= 4'd0;
							state <= 3'd2;
							c <= 40'h013100000;
						end
					end
					else if(x1 == 13'd63 && y1 == 13'd0)begin
						if(load == 4'd0)begin
							a <= 20'd0;
							b <= 20'd0;
						end
						else if (load == 4'd1) begin
							iaddr <= (x1 - 13'd1)+ (y1 << 6);
						end
						else if (load == 4'd2) begin
							iaddr <= (x1 + 13'd0) + (y1 << 6);
							a <= idata;
							b <= 20'h01004;
							c <= c + test;
						end
						else if (load == 4'd3) begin
							iaddr <= (x1 - 13'd1) + ((y1 + 13'd1) << 6);
							a <= idata;
							b <= 20'hF8F71;
							c <= c + test;
						end
						else if (load == 4'd4) begin
							iaddr <= (x1 + 13'd0) + ((y1 + 13'd1) << 6);
							a <= idata;
							b <= 20'hFA6D7;
							c <= c + test;
						end
						else if (load == 4'd5) begin
							a <= idata;
							b <= 20'hFC834;
							c <= c + test;
						end
						else if (load == 4'd6) begin
							c <= c + test;
						end
						else if (load == 4'd7) begin
							if(c[39] == 1'd0)begin
								if(c[15] == 1'b1) begin
									c[35:15] <= (c[35:15] + 21'd1); 
								end
							end
							else c[35:15] <= 0;
						end
						else if(load == 4'd8)begin
							cwr <= 1'd1;
							cdata_wr <= c[35:16];
							caddr_wr <= x1 + (y1 << 6);
							load <= 4'd0;
							state <= 3'd2;
							c <= 40'h013100000;
						end
					end
					else if(x1 == 13'd0 && y1 == 13'd63)begin
						if(load == 4'd0)begin
							a <= 20'd0;
							b <= 20'd0;
						end
						else if (load == 4'd1) begin
							iaddr <= x1 + ((y1 - 13'd1)<< 6);
						end
						else if (load == 4'd2) begin
							iaddr <= (x1 + 13'd1) + ((y1 - 13'd1) << 6);
							a <= idata;
							b <= 20'h092D5;
							c <= c + test;
						end
						else if (load == 4'd3) begin
							iaddr <= (x1 + 13'd0) + ((y1 + 13'd0) << 6);
							a <= idata;
							b <= 20'h06D43;
							c <= c + test;
						end
						else if (load == 4'd4) begin
							iaddr <= (x1 + 13'd1) + ((y1 + 13'd0) << 6);
							a <= idata;
							b <= 20'hF8F71;
							c <= c + test;
						end
						else if (load == 4'd5) begin
							a <= idata;
							b <= 20'hF6E54;
							c <= c + test;
						end
						else if (load == 4'd6) begin
							c <= c + test;
						end
						else if (load == 4'd7) begin
							if(c[39] == 1'd0)begin
								if(c[15] == 1'b1) begin
									c[35:15] <= (c[35:15] + 21'd1); 
								end
							end
							else c[35:15] <= 0;
						end
						else if(load == 4'd8)begin
							cwr <= 1'd1;
							cdata_wr <= c[35:16];
							caddr_wr <= x1 + (y1 << 6);
							load <= 4'd0;
							state <= 3'd2;
							c <= 40'h013100000;
						end
					end
					else if(x1 == 13'd63 && y1 == 13'd63)begin
						if(load == 4'd0)begin
							a <= 20'd0;
							b <= 20'd0;
						end
						else if (load == 4'd1) begin
							iaddr <= x1 - 13'd1 + ((y1 - 13'd1) << 6);
						end
						else if (load == 4'd2) begin
							iaddr <= (x1 + 13'd0) + ((y1 - 13'd1) << 6);
							a <= idata;
							b <= 20'h0A89E;
							c <= c + test;
						end
						else if (load == 4'd3) begin
							iaddr <= (x1 - 13'd1) + ((y1 + 13'd0) << 6);
							a <= idata;
							b <= 20'h092D5;
							c <= c + test;
						end
						else if (load == 4'd4) begin
							iaddr <= (x1 + 13'd0) + ((y1 + 13'd0) << 6);
							a <= idata;
							b <= 20'h01004;
							c <= c + test;
						end
						else if (load == 4'd5) begin
							a <= idata;
							b <= 20'hF8F71;
							c <= c + test;
						end
						else if (load == 4'd6) begin
							c <= c + test;
						end
						else if (load == 4'd7) begin
							if(c[39] == 1'd0)begin
								if(c[15] == 1'b1) begin
									c[35:15] <= (c[35:15] + 21'd1); 
								end
							end
							else c[35:15] <= 0;
						end
						else if(load == 4'd8)begin
							cwr <= 1'd1;
							cdata_wr <= c[35:16];
							caddr_wr <= x1 + (y1 << 6);
							load <= 4'd0;
							state <= 3'd2;
							c <= 40'h013100000;
						end
					end
					else if(y1 == 13'd0)begin
						if(load == 4'd0)begin
							a <= 20'd0;
							b <= 20'd0;
						end
						else if (load == 4'd1) begin
							iaddr <= x1 - 13'd1 + ((y1 + 13'd0) << 6);
						end
						else if (load == 4'd2) begin
							iaddr <= (x1 + 13'd0) + ((y1 + 13'd0) << 6);
							a <= idata;
							b <= 20'h01004;
							c <= c + test;
						end
						else if (load == 4'd3) begin
							iaddr <= (x1 + 13'd1) + ((y1 + 13'd0) << 6);
							a <= idata;
							b <= 20'hF8F71;
							c <= c + test;
						end
						else if (load == 4'd4) begin
							iaddr <= (x1 - 13'd1) + ((y1 + 13'd1) << 6);
							a <= idata;
							b <= 20'hF6E54;
							c <= c + test;
						end
						else if (load == 4'd5) begin
							iaddr <= (x1 + 13'd0) + ((y1 + 13'd1) << 6);
							a <= idata;
							b <= 20'hFA6D7;
							c <= c + test;
						end
						else if (load == 4'd6) begin
							iaddr <= (x1 + 13'd1) + ((y1 + 13'd1) << 6);
							a <= idata;
							b <= 20'hFC834;
							c <= c + test;
						end
						else if (load == 4'd7) begin
							a <= idata;
							b <= 20'hFAC19;
							c <= c + test;
						end
						else if (load == 4'd8) begin
							c <= c + test;
						end
						else if (load == 4'd9) begin
							if(c[39] == 1'd0)begin
								if(c[15] == 1'b1) begin
									c[35:15] <= (c[35:15] + 21'd1); 
								end
							end
							else c[35:15] <= 0;
						end
						else if(load == 4'd10)begin
							cwr <= 1'd1;
							cdata_wr <= c[35:16];
							caddr_wr <= x1 + (y1 << 6);
							load <= 4'd0;
							state <= 3'd2;
							c <= 40'h013100000;
						end
					end
					else if(x1 == 13'd63)begin 
						if(load == 4'd0)begin
							a <= 20'd0;
							b <= 20'd0;
						end
						else if (load == 4'd1) begin
							iaddr <= x1 - 13'd1 + ((y1 - 13'd1) << 6);
						end
						else if (load == 4'd2) begin
							iaddr <= (x1 + 13'd0) + ((y1 - 13'd1) << 6);
							a <= idata;
							b <= 20'h0A89E;
							c <= c + test;
						end
						else if (load == 4'd3) begin
							iaddr <= (x1 - 13'd1) + ((y1 + 13'd0) << 6);
							a <= idata;
							b <= 20'h092D5;
							c <= c + test;
						end
						else if (load == 4'd4) begin
							iaddr <= (x1 + 13'd0) + ((y1 + 13'd0) << 6);
							a <= idata;
							b <= 20'h01004;
							c <= c + test;
						end
						else if (load == 4'd5) begin
							iaddr <= (x1 - 13'd1) + ((y1 + 13'd1) << 6);
							a <= idata;
							b <= 20'hF8F71;
							c <= c + test;
						end
						else if (load == 4'd6) begin
							iaddr <= (x1 + 13'd0) + ((y1 + 13'd1) << 6);
							a <= idata;
							b <= 20'hFA6D7;
							c <= c + test;
						end
						else if (load == 4'd7) begin
							a <= idata;
							b <= 20'hFC834;
							c <= c + test;
						end
						else if (load == 4'd8) begin
							c <= c + test;
						end
						else if (load == 4'd9) begin
							if(c[39] == 1'd0)begin
								if(c[15] == 1'b1) begin
									c[35:15] <= (c[35:15] + 21'd1); 
								end
							end
							else c[35:15] <= 0;
						end
						else if(load == 4'd10)begin
							cwr <= 1'd1;
							cdata_wr <= c[35:16];
							caddr_wr <= x1 + (y1 << 6);
							load <= 4'd0;
							state <= 3'd2;
							c <= 40'h013100000;
						end
					end
					else if(y1 == 13'd63)begin  
						if(load == 4'd0)begin
							a <= 20'd0;
							b <= 20'd0;
						end
						else if (load == 4'd1) begin
							iaddr <= x1 - 13'd1 + ((y1 - 13'd1) << 6);
						end
						else if (load == 4'd2) begin
							iaddr <= (x1 + 13'd0) + ((y1 - 13'd1) << 6);
							a <= idata;
							b <= 20'h0A89E;
							c <= c + test;
						end
						else if (load == 4'd3) begin
							iaddr <= (x1 + 13'd1) + ((y1 - 13'd1) << 6);
							a <= idata;
							b <= 20'h092D5;
							c <= c + test;
						end
						else if (load == 4'd4) begin
							iaddr <= (x1 - 13'd1) + ((y1 + 13'd0) << 6);
							a <= idata;
							b <= 20'h06D43;
							c <= c + test;
						end
						else if (load == 4'd5) begin
							iaddr <= (x1 + 13'd0) + ((y1 + 13'd0) << 6);
							a <= idata;
							b <= 20'h01004;
							c <= c + test;
						end
						else if (load == 4'd6) begin
							iaddr <= (x1 + 13'd1) + ((y1 + 13'd0) << 6);
							a <= idata;
							b <= 20'hF8F71;
							c <= c + test;
						end
						else if (load == 4'd7) begin
							a <= idata;
							b <= 20'hF6E54;
							c <= c + test;
						end
						else if (load == 4'd8) begin
							c <= c + test;
						end
						else if (load == 4'd9) begin
							if(c[39] == 1'd0)begin
								if(c[15] == 1'b1) begin
									c[35:15] <= (c[35:15] + 21'd1); 
								end
							end
							else c[35:15] <= 0;
						end
						else if(load == 4'd10)begin
							cwr <= 1'd1;
							cdata_wr <= c[35:16];
							caddr_wr <= x1 + (y1 << 6);
							load <= 4'd0;
							state <= 3'd2;
							c <= 40'h013100000;
						end
					end
					else if(x1 == 13'd0)begin 
						if(load == 4'd0)begin
							a <= 20'd0;
							b <= 20'd0;
						end
						else if (load == 4'd1) begin
							iaddr <= x1 + 13'd0 + ((y1 - 13'd1) << 6);
						end
						else if (load == 4'd2) begin
							iaddr <= (x1 + 13'd1) + ((y1 - 13'd1) << 6);
							a <= idata;
							b <= 20'h092D5;
							c <= c + test;
						end
						else if (load == 4'd3) begin
							iaddr <= (x1 + 13'd0) + ((y1 + 13'd0) << 6);
							a <= idata;
							b <= 20'h06D43;
							c <= c + test;
						end
						else if (load == 4'd4) begin
							iaddr <= (x1 + 13'd1) + ((y1 + 13'd0) << 6);
							a <= idata;
							b <= 20'hF8F71;
							c <= c + test;
						end
						else if (load == 4'd5) begin
							iaddr <= (x1 + 13'd0) + ((y1 + 13'd1) << 6);
							a <= idata;
							b <= 20'hF6E54;
							c <= c + test;
						end
						else if (load == 4'd6) begin
							iaddr <= (x1 + 13'd1) + ((y1 + 13'd1) << 6);
							a <= idata;
							b <= 20'hFC834;
							c <= c + test;
						end
						else if (load == 4'd7) begin
							a <= idata;
							b <= 20'hFAC19;
							c <= c + test;
						end
						else if (load == 4'd8) begin
							c <= c + test;
						end
						else if (load == 4'd9) begin
							if(c[39] == 1'd0)begin
								if(c[15] == 1'b1) begin
									c[35:15] <= (c[35:15] + 21'd1); 
								end
							end
							else c[35:15] <= 0;
						end
						else if(load == 4'd10)begin
							cwr <= 1'd1;
							cdata_wr <= c[35:16];
							caddr_wr <= x1 + (y1 << 6);
							load <= 4'd0;
							state <= 3'd2;
							c <= 40'h013100000;
						end
					end
				end
				3'd1:begin 
					load <= load + 4'd1;
					if(load == 4'd0)begin
						iaddr <= (x1 - 13'd1) + ((y1 - 13'd1) << 6);
						a <= 20'd0;
						b <= 20'd0;
					end
					else if(load == 4'd1) begin
						iaddr <= (x1 + 13'd0) + ((y1 - 13'd1) << 6);
						a <= idata;
						b <= 20'h0A89E;
						c <= c + test;
					end
					else if(load == 4'd2) begin
						iaddr <= (x1 + 13'd1) + ((y1 - 13'd1) << 6);
						a <= idata;
						b <= 20'h092D5;
						c <= c + test;
					end
					else if(load == 4'd3) begin
						iaddr <= (x1 - 13'd1) + ((y1 + 13'd0) << 6);
						a <= idata;
						b <= 20'h06D43;
						c <= c + test;
					end
					else if(load == 4'd4) begin
						iaddr <= (x1 + 13'd0) + ((y1 + 13'd0) << 6);
						a <= idata;
						b <= 20'h01004;
						c <= c + test;
					end
					else if(load == 4'd5) begin
						iaddr <= (x1 + 13'd1) + ((y1 + 13'd0) << 6);
						a <= idata;
						b <= 20'hF8F71;
						c <= c + test;
					end
					else if(load == 4'd6) begin
						iaddr <= (x1 - 13'd1) + ((y1 + 13'd1) << 6);
						a <= idata;
						b <= 20'hF6E54;
						c <= c + test;
					end
					else if(load == 4'd7) begin
						iaddr <= (x1 + 13'd0) + ((y1 + 13'd1) << 6);
						a <= idata;
						b <= 20'hFA6D7;
						c <= c + test;
					end
					else if(load == 4'd8) begin
						iaddr <= (x1 + 13'd1) + ((y1 + 13'd1) << 6);
						a <= idata;
						b <= 20'hFC834;
						c <= c + test;
					end
					else if(load == 4'd9) begin
						a <= idata;
						b <= 20'hFAC19;
						c <= c + test;
					end
					else if (load == 4'd10) begin
						c <= c + test;
					end
					else if (load == 4'd11) begin
							if(c[39] == 1'd0)begin
								if(c[15] == 1'b1) begin
									c[35:15] <= (c[35:15] + 21'd1); 
								end
							end
							else c[35:15] <= 0;
						end
						else if(load == 4'd12)begin
							cwr <= 1'd1;
							cdata_wr <= c[35:16];
							caddr_wr <= x1 + (y1 << 6);
							load <= 4'd0;
							state <= 3'd2;
							c <= 40'h013100000;
						end
					end
				3'd2:begin 
					if (x == 13'd64 && y == 13'd63)begin	
						mode <= 1'd1;
						load <= -4'd1;
					end
					else if (y != 13'd63 && x == 13'd63) begin
						y <= y + 13'd1;
						x <= 13'd0;
					end
					else begin
						x <= x + 13'd1;
					end
						x1 <= x;
						y1 <= y;
						if(x == -13'd1)begin
							load <= 4'd0;
						end
						else if (x == 13'd0||x==13'd63||y==13'd0||y==13'd63) begin
							state <= 3'd0;
						end
						else 
							state <= 3'd1;
					end
				endcase
			end
		end
		else if(mode)begin
			case (state)
			3'd0:begin
				load <= load + 4'd1;
				if (load == -4'd1) begin
					y1[11:0] <= 12'd0;
					x1[11:0] <= -12'd2;
					y[11:0] <= 12'd0;
					x[11:0] <= 12'd0;	
				end
				else if(load == 4'd0)begin
					csel <= 3'd1;
					crd <= 1'd1;
					cwr <= 1'd0;
					caddr_rd <= (x[11:0]) + (y[11:0] << 6);
				end
				else if(load == 4'd1)begin
					caddr_rd <= (x[11:0]) + 12'd1 + (y[11:0] << 6 );
					a <= cdata_rd;
				end
				else if(load == 4'd2)begin
					caddr_rd <= x[11:0] + 12'd0 + ((y[11:0] + 12'd1) << 6 );
					a <= (a > cdata_rd)?a:cdata_rd;
				end
				else if(load == 4'd3)begin
					caddr_rd <= x[11:0] + 12'd1 + ((y[11:0] + 12'd1) << 6 );
					a <= (a > cdata_rd)?a:cdata_rd;
				end
				else if(load == 4'd4)begin
					a <= (a > cdata_rd)?a:cdata_rd;
				end
				else begin
					csel <= 3'd3;
					state <= 3'd1;
					cwr <= 1'd1;
					caddr_wr <= (x[11:0] >> 1) + (y[11:0] << 4);
					cdata_wr <= a;
					load <= 4'd0;
				end
			end
			default:begin
				if(x1[11:0] == 12'd64 && y1[11:0] == 12'd62)begin
					busy <= 1'd0;
				end
				else if (x1[11:0] == 12'd62 && y1[11:0] != 12'd62) begin
					x1[11:0] <= 12'd0;
					y1[11:0] <= y1[11:0] + 12'd2;
				end
				else begin
					x1[11:0] <= x1[11:0] + 12'd2;
				end
				x[11:0] <= x1[11:0];
				y[11:0] <= y1[11:0];
				if(x1[11:0] == -12'd2)begin
					load <= 4'd0;
				end
				else begin
					state <= 3'd0;
				end
			end
			endcase
		end
	end
end
always @(*) begin
	test = a * b;
end
endmodule
$ cat run.sh
#!/bin/bash
# OpenROAD 26Q1-2900-gdf79404cd8, Yosys 0.63+post, stock flow scripts
make -C /OpenROAD-flow-scripts/flow DESIGN_CONFIG=/design/flow/config.mk WORK_HOME=/design/flow/orfs finish
==> out/results.tsv <==
metric	value	unit
clock_sinks	201	
synth_chip_area	38800	sq um
wl_met1	64700	microns
hold_class	reg2reg	
largest_area_cell	fa_1	
endpoint	c[37]	
numCtsBuffers	28	
grt_pass1_vias	36600	
insertion_delay	0.64	ns
grtUsageTotal	0.249	
endpoint_kind	register	
hold_viol_final	0	
synthArstFlopShare	1.00	
wl	158000	microns
fill_cells	13300	
synthCells	4913	
core	128000	sq um
ys_warn_count	1	
postSynthAreaPerCell	7.89	sq um
yosysUniqueCellTypes	99	
drive_above_1_share	0.0567	
required	19.41	ns
fp_util	0.303	
drtIter0Drc	3509	
grt_max_degree	65	
cp-start-kind	register	
worstRegToRegCells	24	
synth-edff-count	0	
root_buffer	clkbuf_16	
setup_tns	0	ns
dp.cells	6497	
rsz0062_at_grt	false	
place.gp.congestion	1.02	
maxCapViolations	0	
synth_flops	201	
antenna_found_initial	4	
final_cells	6552	
die_h	361	microns
cts_tree	done	
remaining_drc_errors	0	
post_cts_buffers	0	
whs	0.479	ns
ctsResizeCount	0	
r2r_end	c[37]	
report.final.slew_viol_count	0	
route.met3.wl	18000	microns
slew_headroom	0.276	
grt_pass1_wl	237000	microns
synth.area.top_cells	fa_1 (25%), dfrtp_1 (12%), ha_1 (7.6%), inv_1 (6.9%), nand2_1 (5.0%)	
fmax	125	MHz
synth_top_area_share	0.248	
r2r_slack	10.88	ns
h-tree-depth	1	
finalCriticalPeriod	8.02	ns
hold_buffers	0	
dp_hpwl	117000	microns
status	complete, no violations	
io_buffer_count	103	
via_count	37100	
clockBufferDepth	3	
reg2reg_from	a[7]	
fin_ws	10.88	ns
wire_per_inst	24.1	microns
syn_area	38800	sq um
setup_violations	0	
max_slew.worst_pin.slew	1.08	ns
avgViaCountPerCell	5.67	
pin_count	105	
yosys_cells	4913	
ys_seq_share	0.130	
wl_met2	67400	microns
hold_path_startpoint	caddr_rd[11]	
dieWidth	361	microns
cp.arrival	8.52	ns
top_layer_used	met5	
first_pass_iters	9	
placementRows	131	
cp_max_fo	23	
syn2layout_area_growth	10.4	%
overflow	0	
crit_type	reg2reg	
synth-main-ff-cell	dfrtp_1	
dp_slack	10.97	ns
log.warning_count	45	
chipArea	131000	sq um
crit_start	a[7]	
drtAntennaViolNets	0	
finalCritPeriodShare	0.424	
path_clk_slew	0.06	ns
fin_skew	0.0309	ns
cell families (layout without fill, tap and decap cells):
family | Yosys count | count (layout) | synth area share
flops | 201 | 201 | 0.130
other cells | 1 | 4 | 0.0000967
xor+xnor | 181 | 181 | 0.0416
compound gates | 1344 | 1344 | 0.226
fa+ha+maj | 716 | 716 | 0.324
buf+inv | 1045 | 1019 | 0.102
simple gates | 1414 | 1414 | 0.173
mux | 11 | 11 | 0.00297
metal layers:
layer  track usage  vias to the layer above
li1              -                    16500
met1         0.354                    18200
met2         0.357                     2093
met3        0.0862                      381
met4        0.0881                        4
met5             0                        -
critical path: stages, from the launching register on:
cell,delay (ns)
dfrtp_1,0.99
nand2_1,0.18
fa_1,0.59
inv_1,0.06
fa_1,0.50
inv_1,0.05
fa_1,0.53
inv_1,0.05
fa_1,0.51
fa_1,0.43
fa_1,0.50
inv_1,0.05
fa_1,0.47
inv_1,0.04
ha_1,0.36
and3_1,0.23
a31o_2,0.24
a31o_2,0.21
a31o_2,0.29
a31oi_1,0.41
o21ai_0,0.25
a31oi_1,0.33
mux2i_1,0.12
a2111oi_0,0.39
o31ai_1,0.12
registers in the layout (all words and copies together) (netlist names), 12 cells and up:
name and cells:
a 20, b 20, c 40, caddr_rd 12, caddr_wr 12, cdata_wr 20
iaddr 12, x 13, x1 13, y 13, y1 13
final cells by class:
class	instances	area [sq um]	area share
repair buffers	255	2170	0.0508
clock inverters	16	221	0.00517
flip-flops and latches	201	5060	0.118
clock buffers	36	761	0.0178
multi-input cells	3667	29800	0.697
well taps	1662	2080	0.0486
diodes	3	7.51	0.000175
inverters	712	2680	0.0626
stage by stage:
stage	utilization	cell area, sq um
6_report	0.335	42800
5_1_grt	0.335	42800
4_1_cts	0.335	42800
3_5_place_dp	0.327	41800
3_3_place_gp	0.327	41800
2_1_floorplan	-	38800
cell usage in the layout (no fill, tap or decap), types with 18 or more instances in the layout:
cell	synthesis	routed
o21ai_0	314	312
a21o_1	63	63
o22ai_1	70	70
ha_1	235	234
nand2b_1	27	27
clkbuf_16	0	28
clkdlybuf4s50_1	0	103
xor2_1	50	50
o211ai_1	34	34
and2_1	206	206
o221ai_1	31	31
nor2_1	323	321
dfrtp_1	183	181
a22oi_1	66	66
buf_4	1	152
a22o_1	33	33
inv_1	711	709
a21oi_1	325	324
a31oi_1	60	60
o31ai_1	18	18
fa_1	481	481
and3_1	29	29
nor3_1	74	72
nand2_1	519	519
nand4_1	29	29
nand3_1	90	89
a211oi_1	59	58
o2bb2ai_1	35	35
o21bai_1	21	21
xnor2_1	129	129
dfstp_2	18	18
nor2b_1	18	18
a221oi_1	34	34
worst min path at each step:
stage                          end  slack (ns)  depth (start not counted)
after CTS             caddr_rd[11]        0.48                          2
after global routing       csel[0]        0.50                          1
final                 caddr_rd[11]        0.48                          2
synthesized netlist by cell type (11+ instances only):
cell type and instances:
a22o_1 33, a31oi_1 60, and3_1 29, nor4_1 15
o22ai_1 70, o21ai_0 314, or3_1 12, dfstp_2 18
and2_1 206, clkbuf_1 291, o211ai_1 34, a211oi_1 59
a21o_1 63, ha_1 235, a2111oi_0 13, o21ai_1 12
fa_1 481, nand2b_1 27, buf_1 19, xor2_1 50
o21a_1 17, inv_1 711, nor2b_1 18, o2bb2ai_1 35
nor3b_1 15, buf_2 21, nand3_1 90, nand2_1 519
o31ai_1 18, nand4_1 29, o221ai_1 31, nor3_1 74
a221oi_1 34, o21bai_1 21, a22oi_1 66, dfrtp_1 183
a221o_1 11, xnor2_1 129, a21oi_1 325, nor2_1 323
